**design/flow/run.sh**
```bash
#!/bin/bash
# OpenROAD 26Q1-2900-gdf79404cd8, Yosys 0.63+post, stock flow scripts
make -C /OpenROAD-flow-scripts/flow DESIGN_CONFIG=/design/flow/config.mk WORK_HOME=/design/flow/orfs finish
```
**design/flow/config.mk**
```make
export PLATFORM = sky130hd
export DESIGN_NAME = IMEM
export DESIGN_NICKNAME = IMEM
export VERILOG_FILES = /design/flow/design.v
export SDC_FILE = /design/flow/constraint.sdc
export NUM_CORES = 4
export LEC_CHECK = 1
export CORE_AREA = 10 10 70 70
export DIE_AREA = 0 0 80 80
```
**design/flow/constraint.sdc**
```tcl
current_design IMEM

set clk_period 1.3
set clk_io_pct 0.2

create_clock -name clk0 -period $clk_period

set non_clock_inputs [all_inputs -no_clocks]
set_input_delay [expr $clk_period * $clk_io_pct] -clock clk0 $non_clock_inputs
set_output_delay [expr $clk_period * $clk_io_pct] -clock clk0 [all_outputs]
```
**design/flow/design.v**
```verilog
module IMEM(
	input [15:0] i_PC,
	output [15:0] o_Inst
	);
reg [15:0] r_Inst[0:15];
initial
begin
	r_Inst[0] = 16'b1000000110000000;  
	r_Inst[1] = 16'b0010110010110010;  
	r_Inst[2] = 16'b1101110001100111;  
	r_Inst[3] = 16'b1101110111011001;  
	r_Inst[4] = 16'b1111110110110001;  
	r_Inst[5] = 16'b1100000001111011; 
	r_Inst[6] = 16'b0000000000000000;  
	r_Inst[7] = 16'b0000000000000000;  
	r_Inst[8] = 16'b0000000000000000;  
	r_Inst[9] = 16'b0000000000000000;  
	r_Inst[10] = 16'b0000000000000000;  
	r_Inst[11] = 16'b0000000000000000;  
	r_Inst[12] = 16'b0000000000000000;  
	r_Inst[13] = 16'b0000000000000000;  
	r_Inst[14] = 16'b0000000000000000;  
	r_Inst[15] = 16'b0000000000000000; 
end
assign o_Inst = r_Inst[i_PC >> 1];
endmodule
```
==> results_dict.tcl <==
# implementation run metrics
set metrics [dict create \
    status "complete, but fails checks" \
    violations "setup timing" \
    critPathMaxFanout 3 \
    fin_total_pwr_uw 168 \
    yosys_warnings 1 \
    rows 21 \
    critPathArrivalTime_ns 1.10 \
    hp-start "i_PC[4]" \
    yosys.area.top_type "ha_1" \
    netlist_area_sq_um 272 \
    dp_hpwl_um 837 \
    yosysUniqueCellTypes 15 \
    fp_util 0.0795 \
    dr.pass1.iters 2 \
    comb_power_share 1.000 \
    critical-path-max-stage-delay_ns 0.23 \
    global_route.overflow_total 0 \
    antenna_found_initial 0 \
    ant_nets 0 \
    n_antenna_cell 0 \
    peakVddDrop_v 0.0000462 \
    cp_top_family "buffers and inverters" \
    worstSetupStartpointType "primary input" \
    syn_inst 40 \
    required_ns 1.04 \
    grt_usage 0.0302 \
    syn_avg_cell_area_sq_um 6.79 \
    switching_power_uw 71.4 \
    viasPerCell 3.11 \
    die-area_sq_mm 0.00640 \
    switching_share 0.424 \
    grt_pass1_vias 342 \
    crit_end "o_Inst[11]" \
    crit_cells 7 \
    grt_max_degree 13 \
    min_period_ns 1.36 \
    io_pins 32 \
    clkbuf_count 0 \
    fp.dieW_um 80 \
    fmax_ghz 0.735 \
    drive_gt1_frac 0.714 \
    drt_iter0_markers 16 \
    routabilityCongestion 0.811 \
    post-place-cells 107 \
    fin_crit_sh 1.05 \
    powerDensity_mw_per_mm2 266 \
    design.seq.count 0 \
    cp-end-kind "output pin" \
    worst-path-buf-inv 4 \
    rsz0062_at_grt "yes" \
    io_buffers 19 \
    routed_wl_um 1010 \
    seq_power_share 0 \
    core_sq_mm 0.00342 \
    fin_util 0.185 \
    combGateArea_sq_um 338 \
    grt_first_pass_wirelength_um 1650 \
    p_leak_uw 0.000305 \
    setup_viol 5 \
    fillers 389 \
    path_class "in2out" \
    synth_top_area_share 0.276 \
    die_y_um 80 \
    slew_viol_final 0 \
    most-common-layout-cells "a21oi_2, buf_2, buf_4" \
    seq_area_frac_synth 0 \
    avgRoutedWirePerCell_um 9.29 \
    tool_warnings 51 \
    hold_viol 0 \
    ys_cells 40 \
    setup_slack_ns -0.0611 \
    power.share.clock 0 \
    syn_to_final_growth_pct 133 \
    drcViolationCount 0 \
    path_cells "buf_8 > inv_6 > buf_6 > ha_4 > or2_1 > a21oi_2 > buf_2" \
    post-place-ws_ns -1.04 \
    internal-power_uw 97.0 \
    layoutNonFillerInstCount 109 \
    crit_start "i_PC[2]" \
    seq_area_sq_um 0 \
    yosys-stat-area_sq_um 272 \
    crit_slowest_cell "or2_1" \
    hp-class "in2out" \
    topCellsByArea "ha_1, a21oi_1, nand2b_1, buf_4, or2_2" \
    maxCapViolCount 0 \
    vias 339 \
]
-- cells by family (layout without fill, tap and decap cells) --
group                    after synthesis  count (layout)  share of synthesized area
AND/OR/NAND/NOR                       13              13                      0.286
AND-OR/OR-AND                         12              12                      0.244
buffers and inverters                  8              31                      0.180
adder cells (fa/ha/maj)                6               6                      0.276
other                                  1               1                     0.0138
-- Yosys cell counts, drive strengths merged --
master	instances
inv	3
ha	6
nand2b	6
or2	3
nand2	2
a21o	1
conb	1
a21oi	11
nor3b	1
buf	4
clkbuf	1
nor2b	1
-- per-layer routing --
layer | global-route usage | part of all wire
met1 | 0.0336 | 0.36
met2 | 0.0594 | 0.56
met3 | 0.00682 | 0.086
met4 | 0 | 0
met5 | 0 | 0
-- power by group through the flow --
stage	combinational (uW)	sequential (uW)	clock, uW
4_1_cts	158	0	0
5_1_grt	187	0	0
6_report	168	0	0
-- cell type report --
type	instances	share of cell area
timing repair buffer	28	0.341
multi-input combinational	32	0.535
tap	46	0.0911
inverter	3	0.0337
-- how the worst min path moves through the flow --
stage,endpoint,slack [ns],cells after the start
final,o_Inst[7],0.93,4
after global routing,o_Inst[15],0.95,4
after CTS,o_Inst[7],0.97,5
-- what timing repair did --
item	4_1_cts	5_1_grt
buffers inserted	0	2
hold endpoints to repair	0	0
pin swaps	13	5
hold buffers	0	0
setup endpoints to repair	15	12
resized	80	10
-- metrics by stage --
step           hold slack (ns)  area, sq um  TNS (ns)
6_report                 0.928          632    -0.234
5_1_grt                  0.946          632    -0.477
4_1_cts                  0.973          612    -0.291
3_5_place_dp              1.56          534    -12.02
3_3_place_gp              1.57          534    -11.95
2_1_floorplan            0.534          272         0
No activity file was given, so power comes from the tool's default toggle rates.
