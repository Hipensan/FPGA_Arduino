==> ./design.v <==
module regfile(
	input i_Clk,
	input i_Rst,
	input i_fWE,
	input [2:0] i_Rd,
	input [15:0] i_Data,
	input [2:0] i_Rs1,
	input [2:0] i_Rs2,
	output [15:0] o_Data1,
	output [15:0] o_Data2
	);
reg [15:0] r_Reg[0:7];
integer i;
always@(posedge i_Clk, negedge i_Rst)
	if(!i_Rst) begin
		for(i = 0; i < 8; i=i+1)
			r_Reg[i] <= 0;
	end else begin
		if(i_fWE)
			r_Reg[i_Rd] <= i_Data;	  
	end
assign o_Data1 = r_Reg[i_Rs1];
assign o_Data2 = r_Reg[i_Rs2];
endmodule
==> ./run.sh <==
#!/bin/bash
# OpenROAD 26Q1-2900-gdf79404cd8, Yosys 0.63+post, stock flow scripts
make -C /OpenROAD-flow-scripts/flow DESIGN_CONFIG=/design/flow/config.mk WORK_HOME=/design/flow/orfs finish
==> ./config.mk <==
export PLATFORM = sky130hd
export DESIGN_NAME = regfile
export DESIGN_NICKNAME = regfile
export VERILOG_FILES = /design/flow/design.v
export SDC_FILE = /design/flow/constraint.sdc
export NUM_CORES = 4
export LEC_CHECK = 1
export CORE_UTILIZATION = 40
==> ./constraint.sdc <==
current_design regfile

set clk_period 2.7
set clk_io_pct 0.2

create_clock -name clk0 -period $clk_period [get_ports {i_Clk}]

set non_clock_inputs [all_inputs -no_clocks]
set_input_delay [expr $clk_period * $clk_io_pct] -clock clk0 $non_clock_inputs
set_output_delay [expr $clk_period * $clk_io_pct] -clock clk0 [all_outputs]
==> flow_metrics.py <==
# Flow results
metrics = {
    "outcome": {
        "status": "finished, final reports clean",
    },
    "synthesis": {
        "ys_area_mm2": 0.007038,
        "synth-async-reset-ratio": 1.000,
        "numSynthFlops": 128,
        "largest_area_cell": "dfrtp_1",
        "ys_cells": 570,
        "ff_type": "dfrtp_1",
        "edf_count": 0,
        "synth.distinct_cells": 47,
        "yosysSeqAreaShare": 0.4551,
        "synth.cell_area_mm2": 0.007038,
        "syn-mean-instance-area_um2": 12.35,
        "synthCells": 570,
        "yosysWarningCount": 2,
        "top_cell_area_share": 0.4551,
        "yosys-top-cells-area": "dfrtp_1 46%, mux2_2 22%, mux2i_1 7.8%",
    },
    "cells_and_area": {
        "synthToLayoutAreaGrowth_pct": 28.94,
        "drive_gt1_frac": 0.3894,
        "largest_reg_flops": 128,
        "seq_area_mm2": 0.003203,
        "top_register": "r_Reg",
        "design_area_mm2": 0.009075,
        "reg_top3": "r_Reg x128",
        "logic_area_mm2": 0.003602,
        "fillers": 1398,
    },
    "floorplan": {
        "num_io_pins": 60,
        "row_count": 48,
        "fp_util": 0.4083,
        "die_w_um": 134.6,
        "die_h_um": 134.6,
        "die_area_mm2": 0.01813,
        "core_mm2": 0.01724,
    },
    "grt": {
        "antenna_found_initial": 0,
        "grt_use_total": 0.2316,
        "grt_max_degree": 60,
        "grt_first_pass_wirelength_um": 30780,
        "first_global_vias": 5391,
        "overflow": 0,
    },
    "setup_path": {
        "setup.worst_path.class": "in -> out",
        "crit_required_ns": 2.16,
        "worstSetupEndpointType": "output port",
        "startpoint_type": "input pin",
        "cp.arrival_ns": 2.11,
        "cp_max_fo": 11,
    },
    "sta": {
        "fin_worst_skew_ns": 0,
        "slew_headroom": 0.5979,
        "whs_ns": 0.1311,
        "setup_viol_count_final": 0,
        "finalMaxSlewViolations": 0,
        "fin_crit_ns": 2.651,
        "tightest_slew_ns": 0.6031,
        "max_freq_mhz": 377.2,
        "final_hold_viol_count": 0,
        "timing.final.ws_setup_ns": 0.04898,
        "period_used_share": 0.9819,
    },
    "clock_network": {
        "cts_tree": "done",
        "htreeDepth": 4,
        "clk_pin_slew_worst_paths_ns": 0.06,
        "ctsHoldBuffers": 0,
        "cts_buffers": 17,
        "clockRootBuffer": "clkbuf_16",
        "cts_buffer_depth": 2,
        "clkLatencyLatePin_ns": 0.42,
        "cts_num_sinks": 128,
    },
    "placed_design": {
        "io_buffers": 59,
        "place_congestion": 0.8892,
        "pre_cts_ws_ns": -0.3436,
        "dpl_cell_area_mm2": 0.008269,
        "hpwl_um": 12490,
    },
    "drt": {
        "viasPerCell": 5.845,
        "antennaDiodeCount": 0,
        "drt_iter0_drc": 302,
        "dr_total_vias": 5278,
        "ant_nets": 0,
        "wl_per_cell_um": 21.47,
        "drtPass1Iterations": 4,
        "drc": 0,
        "routed_wl_um": 19380,
    },
    "pwr": {
        "power_per_cell_area_mw_per_mm2": 731.8,
        "ir_worst_vdd_mv": 0.4700,
        "leakagePower_nw": 3.859,
        "report.power.total_mw": 6.641,
    },
    "min_path": {
        "hp-class": "in -> async",
    },
    "run": {
        "maxCapViolCount": 0,
        "tool_warnings": 26,
    },
}
==> synth_stat cells, drive strengths merged (3+ instances only) <==
| library cell | count |
|---|---|
| a211oi | 15 |
| a21oi | 14 |
| a221oi | 4 |
| a22oi | 10 |
| a31oi | 11 |
| a32oi | 10 |
| buf | 35 |
| clkbuf | 12 |
| dfrtp | 128 |
| inv | 7 |
| mux2 | 139 |
| mux2i | 55 |
| nand2 | 7 |
| nand2b | 15 |
| nand4b | 3 |
| nor2 | 17 |
| nor3b | 27 |
| o22a | 17 |
| o22ai | 17 |
| or3 | 3 |
==> through the flow <==
step                  TNS, ns    util  instances
floorplan                   0       -        570
global placement       -8.106  0.4797        868
detailed placement     -8.894  0.4797        868
CTS                 -0.004312  0.5221        901
global route        -0.002822  0.5265        903
finish                      0  0.5265        903
==> routing by layer <==
metal  vias to the layer above  wire [um]  GRT usage  part of all wire
li1                       2377          -          -                 -
met1                      2708       8950     0.3623              0.46
met2                       172       9059     0.3597              0.47
met3                        21       1089    0.04061             0.056
met4                         0        282    0.02809             0.015
met5                         -          0          0                 0
==> path summary, 6_finish.rpt <==
kind / startpoint / to / slack (ns) / depth (start not counted)
worst min register to register: r_Reg[7][15]$_DFFE_PN0P_ / r_Reg[7][15]$_DFFE_PN0P_ / 0.53 / 1
worst max register to register: r_Reg[0][8]$_DFFE_PN0P_ / r_Reg[0][8]$_DFFE_PN0P_ / 1.90 / 1
min in group clk0: r_Reg[7][15]$_DFFE_PN0P_ / r_Reg[7][15]$_DFFE_PN0P_ / 0.53 / 1
worst min-delay path: i_Rst / r_Reg[0][13]$_DFFE_PN0P_ / 0.13 / 1
max in group asynchronous: i_Rst / r_Reg[4][3]$_DFFE_PN0P_ / 1.80 / 2
worst max-delay path: i_Rs2[0] / o_Data2[2] / 0.05 / 6
==> worst max-delay path, stage by stage <==
cell and delay (ns):
dlygate4sd2_1 0.26, buf_12 0.15, or3_4 0.39, buf_6 0.15
o22a_1 0.21, clkdlybuf4s50_1 0.41
==> cell type report <==
cell class | count | share of cell area
clock inverter | 10 | 0.02013
tap | 225 | 0.03102
clock buffer | 21 | 0.05184
multi-input combinational | 388 | 0.3969
sequential | 128 | 0.3530
inverter | 7 | 0.002895
timing repair buffer | 124 | 0.1442
==> what timing repair did <==
item	in CTS	in global routing
gates cloned	1	1
pin swaps	3	6
buffers inserted	1	1
resized	27	17
endpoints found under the setup margin	32	24
==> cells by family (layout without fill, tap and decap cells) <==
kind of cell | count (synthesis) | in the layout | synth area share
simple gates | 86 | 86 | 0.08640
mux | 196 | 196 | 0.3070
compound gates | 106 | 106 | 0.1106
buf+inv | 54 | 162 | 0.04089
flops | 128 | 128 | 0.4551
==> report_power, final <==
| part | internal [mW] | total (mW) | switching [mW] |
|---|---|---|---|
| Combinational | 0.896 | 1.44 | 0.546 |
| Clock | 1.70 | 2.53 | 0.830 |
| Sequential | 2.35 | 2.67 | 0.319 |
==> cell usage in the layout (no fill, tap or decap), types with 3 or more instances in the layout <==
cell type and n:
nand2b_1 13, a22oi_1 10, clkbuf_8 3, dfrtp_1 128
bufinv_16 5, buf_4 38, dlymetal6s2s_1 4, mux2_2 139
nand2_1 7, nand4b_2 3, mux2i_1 55, inv_1 7
a31oi_1 10, a211oi_1 15, buf_6 13, nor2_1 15
a21oi_1 14, o22a_1 17, nor3b_1 25, clkdlybuf4s50_1 47
clkinvlp_4 3, o22ai_1 17, buf_12 14, a32oi_1 10
clkbuf_16 18
Power and IR drop assume default switching activity.
