### flow/run.sh
#!/bin/bash
# OpenROAD 26Q1-2900-gdf79404cd8, Yosys 0.63+post, stock flow scripts
make -C /OpenROAD-flow-scripts/flow DESIGN_CONFIG=/design/flow/config.mk WORK_HOME=/design/flow/orfs finish
### flow/design.v
module Regfile(
	input [2:0] i_Rs,
	input [2:0] i_Rt,
	input [2:0] i_Rd,
	input i_fWE,
	input [15:0] i_Data,
	output [15:0] o_Data1,
	output [15:0] o_Data2
	);
reg [15:0] r_Reg[0:7]; 	 
integer i;
initial
begin
	for(i = 0; i < 8; i = i+1) 
		r_Reg[i] <= 0;	
end
always@* begin
	if(i_fWE) begin
		r_Reg[i_Rd] <= i_Data;
	end
end
assign o_Data1 = r_Reg[i_Rs];
assign o_Data2 = r_Reg[i_Rt];
endmodule
### flow/config.mk
export PLATFORM = sky130hd
export DESIGN_NAME = Regfile
export DESIGN_NICKNAME = Regfile
export VERILOG_FILES = /design/flow/design.v
export SDC_FILE = /design/flow/constraint.sdc
export NUM_CORES = 4
export LEC_CHECK = 1
export CORE_UTILIZATION = 30
### flow/constraint.sdc
current_design Regfile

set clk_period 4.3
set clk_io_pct 0.2

create_clock -name clk0 -period $clk_period

set non_clock_inputs [all_inputs -no_clocks]
set_input_delay [expr $clk_period * $clk_io_pct] -clock clk0 $non_clock_inputs
set_output_delay [expr $clk_period * $clk_io_pct] -clock clk0 [all_outputs]
==> results.tsv <==
metric	value	unit
status	completed	
n_diodes	0	
switching share of total power	41.4	%
synthesized area	4150	um2
fin. max-slew vios	0	
DR pass1 iterations	4	
post-synth area from yosys stat	4150	um2
Gate Count Post-Synth	459	
Worst EP required	3.44	ns
Cell area leaders	dlxtn_1, mux2i_1, nor2_1	
startpoint type of the worst setup path	primary input	
max reg flops	128	
Reg with most FFs	r_Reg	
launch point of the worst path	i_Rs[0]	
Critical Path Sink Type	output pin	
RSZ-0062 raised after global routing	false	
chip area	14300	um2
antenna-violating nets left	0	
Power Density	92.7	nW/um2
Max-cap violations	0	
fmax	249	MHz
Yosys warnings	2	
Chip Height	120	um
worst relative slew slack	45.7	%
WP data arrival	3.16	ns
met1 Use GR	27.7	%
first-iteration detailed-routing DRC count	297	
Yosys cell types	33	
first-pass GRT wire length	20200	um
post-synth top area cell	dlxtn_1	
vias in the first global route	3704	
endpoints left unconstrained	128	
core footprint	13300	um2
Crit Path Class	primary input to output pin	
M2 GR Usage	30.8	%
global route overflow	0	
cycle use final	93.4	%
Port-buffer cells	58	
postcts setup bufs	0	
largest registers	r_Reg x128	
met3 Usage GRT	2.14	%
Post-DP Area	4890	um2
syn avg cell area	9.04	um2
Comb power frac	73.5	%
largest net degree at the start of global routing	26	
DRT Wirelength	12600	um
wire length per cell	18.6	um
final core occ	36.7	%
Std-Cell Rows	42	
Async S/R FF share, synth	0	%
initial antenna violation count	0	
DRC Markers	0	
final setup violation count	0	
Leak Pwr	2.20	nW
fill cell count	1333	
Synth Register Bits	128	
Commonest flop	dlxtn_1	
Yosys top cell area share	46.3	%
Post-DP HPWL	8600	um
fp util	31.1	%
final worst path period need	4.02	ns
post-synthesis cell type with the largest instance count	dlxtn_1	
DR vias	3644	
Net Sw Power	0.000188	W
Hold Vio Cnt, Final	0	
Max VDD drop	0.0422	mV
CTS hold repair buffers	0	
Clock power frac	0	%
Ports	58	
PostCTS Resize Cnt	0	
layout cells sized above 1	5.37	%
Log Warnings	32	
type of the most critical hold path	primary input to output pin	
RD Place Congestion	0.838	
Flop pwr share	26.5	%
Yosys Instances	459	
Max Fanout on Critical Path	15	
area grow syn2layout	18.0	%
commonest cells in the netlist	dlxtn_1, mux2i_1, nor2_1, a21oi_1, nor2b_1	
TNS Setup	0	ns
register pins left without a clock	128	
Slew @ Worst Pin	0.812	ns
P_int	0.000266	W
die width	120	um
most used routing layer	met2	
GRT Overall Usage	18.6	%
design area	4890	um2
vias per cell	5.37	
min-delay src	i_Rs[1]	
number of enable flip-flop cells	0	
-- cells in the final DEF (no fill, tap or decap), types with 15 or more instances in the layout --
master           instances
a211oi_1                17
a21oi_1                 22
buf_4                   20
clkdlybuf4s50_1         56
dlxtn_1                128
inv_1                   15
mux2i_1                 60
nor2_1                  52
nor2b_1                 18
-- worst max-delay path, cell delays in order --
cell	delay (ns)
clkdlybuf4s50_1	0.53
buf_4	0.28
buf_4	0.29
nor2_1	0.10
buf_4	0.18
a221oi_1	0.36
a21oi_1	0.13
clkdlybuf4s50_1	0.42
-- per-layer routing --
| layer | part of all wire, % | wire length, um | vias up |
|---|---|---|---|
| met5 | 0 | 0 | - |
| met4 | 0.82 | 104 | 0 |
| met3 | 6.6 | 829 | 13 |
| met2 | 47 | 5930 | 138 |
| met1 | 46 | 5780 | 1754 |
| li1 | - | - | 1739 |
-- area by class of cell --
type                            instances  area, um2  area share [%]
Multi-Input combinational cell        280       1930            39.5
Sequential cell                       128       1920            39.3
Timing Repair Buffer                   80        761            15.5
Tap cell                              176        220            4.50
Inverter                               15       56.3            1.15
-- metrics by stage --
step	std cells	total power, W	worst slack (ns)	hold WS (ns)
final	679	0.000454	0.283	2.66
after global routing	679	0.000494	0.174	2.72
after CTS	679	0.000456	0.277	2.68
after detailed placement	679	0.000454	0.281	2.69
after global placement	679	0.000447	0.262	2.68
after floorplan	459	0.000284	1.68	1.99
-- worst paths after layout --
check	to	cells past startpoint
worst max-delay path	o_Data1[4]	8
worst min-delay path	o_Data1[10]	4
-- kinds of logic after synthesis --
family          Yosys count  share of synthesized area [%]
simple gates            105                           12.0
latches                 128                           46.3
mux                      62                           15.6
compound gates          113                           19.1
buf+inv                  51                           7.03
-- power groups by stage --
stage	Clock (W)	Sequential (W)	Combinational (W)
6_report	0	0.000120	0.000333
5_1_grt	0	0.000128	0.000366
4_1_cts	0	0.000120	0.000336
Power and IR drop assume default switching activity.
